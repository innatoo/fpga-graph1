### flow/run.sh
#!/bin/bash
# OpenROAD 26Q1-2900-gdf79404cd8, Yosys 0.63+post, stock flow scripts
make -C /OpenROAD-flow-scripts/flow DESIGN_CONFIG=/design/flow/config.mk WORK_HOME=/design/flow/orfs finish
### flow/config.mk
export PLATFORM = sky130hd
export DESIGN_NAME = top
export DESIGN_NICKNAME = top
export VERILOG_FILES = /design/flow/design.v
export SDC_FILE = /design/flow/constraint.sdc
export NUM_CORES = 4
export LEC_CHECK = 1
export CORE_UTILIZATION = 40
### flow/constraint.sdc
current_design top

set clk_period 23.2
set clk_io_pct 0.2

create_clock -name clk0 -period $clk_period [get_ports {CLK}]

set non_clock_inputs [all_inputs -no_clocks]
set_input_delay [expr $clk_period * $clk_io_pct] -clock clk0 $non_clock_inputs
set_output_delay [expr $clk_period * $clk_io_pct] -clock clk0 [all_outputs]
### flow/design.v
module graph(CLK ,gsdo, gsclk, gload,val1,val2,val3,val4,val5,val6,val7,val8,str1,str2,str3,str4,str5,str6,str7,str8,tasty);
input CLK;
output gsdo,gsclk,gload;
input   [0:7] val1,val2,val3,val4,val5,val6,val7,val8;
input [8*4-1:0] str1,str2,str3,str4,str5,str6,str7,str8;
input [31:0]tasty;
reg [7:0] gcount ;
reg [31:0] regbar;
reg [7:0] cntspi,cnt,cntrl,valcnt,valcnv;
reg [0:47] barsend;
reg[7:0] ind;
reg[7:0] ser,drain,kio;
wire[0:7]val[7:0];                   
reg  [0:7] bar [0:66];  
reg[7:0] test1,test2,test3,test4;
reg [15:0] trip;
reg flag;
wire [7:0] graph1,graph2,graph3,graph4;
initial begin
        ind<=00;
        gcount <=00;
        valcnt<=00;
        cntspi <=00;
        cnt <=00;
        gsclk <= 1'b0;
        gload <=1'b0;
            bar[35]<="o";
            bar[36]<="a";
            bar[37]<="i";
            bar[38]<="C";
            bar[39]<="#";
            bar[40]<="#";
                   end
always @(negedge CLK) begin
  if (ind>7)ind<=00;
  case (ind)
        0 :kio =0;
        1 :kio =4;
        2 :kio =8;
        3 :kio =12;
        4 :kio =16;
        5 :kio =20;
        6 :kio =24;
        7 :kio =28;
endcase
if (flag ==1'b1)begin
                  bar[(kio)]<=graph1;
                  bar[(kio+1)]<=graph2;
                  bar[(kio+2)]<=graph3;
                  bar[(kio+3)]<=graph4;
                  flag <=1'b0;
              end
if (valcnt==0)begin
                  valcnv<=val[(ind)];
                  valcnt<=valcnt+1;
              end
if (valcnt==1)begin
                  if  (cntrl<32 )begin
                                      regbar[0] <=1'b1;
                                      if (valcnv >=cntrl) regbar[cntrl]<=1'b1;
                                      else  regbar[cntrl]<=1'b0;
                                      valcnt<=valcnt+1;
                                  end
                  else begin
                            valcnt<=3;
                            cntrl <=1;
                            flag <=1'b1;
                       end
              end
if (valcnt==2)begin
                  cntrl <=cntrl+1;
                  valcnt<=1;
              end;
if(valcnt==3)begin
                  ind<=ind+1;
                  valcnt<=0;
             end
if (gcount >=4)ser<=12;
 else ser<=00;
            if (gcount==18) begin
                                gcount<=00;
                                drain <= 8'b00000001;
                            end
            if (gcount <8) begin
                    barsend[40:47]<=bar[(gcount+ser)];
                    barsend[39:32]<=bar[(gcount+4+ser)];
                    barsend[24:31]<=bar[(gcount+8+ser)];  
                    barsend[23:16]<=bar[(gcount+12+ser)];  
                    barsend[15:8] <=drain;
                    barsend[7:0]  <= 8'b00001000;  
                      end
            if (gcount ==8) begin
                            barsend[47:40]<=8'b00000000;
                            barsend[39:32]<=8'b00011111;
                            barsend[24:31]  <= 8'b01010010;
                            barsend[23:16] <=8'b01010010;
                            barsend[15:8] <= 8'b00000000;
                            barsend[7:0] <= 8'b00000000;
                    end
            if (gcount ==9) begin
                            barsend[47:40]<= str1[7:0];         
                            barsend[39:32]<= str2[7:0];         
                            barsend[31:24]<= str3[7:0];  
                            barsend[23:16] <= str4[7:0];  
                            barsend[15:8] <= 8'b00000000;
                            barsend[7:0] <= 8'b00000100;
                    end                       
            if (gcount ==10) begin
                            barsend[47:40]<= str5[7:0];                    
                            barsend[39:32]<= str6[7:0];
                            barsend[31:24]<= str7[7:0];
                            barsend[23:16]<= str8[7:0];
                            barsend[15:8] <= 8'b00000000;
                            barsend[7:0] <= 8'b00000000;
                    end
            if (gcount ==11) begin
                            barsend[47:40]<= str1[15:8];                   
                            barsend[39:32]<= str2[15:8];  
                            barsend[31:24]<= str3[15:8];  
                            barsend[23:16]<= str4[15:8];
                            barsend[15:8] <= 8'b00000000;
                            barsend[7:0]  <= 8'b00000101;
                    end
            if (gcount ==12) begin
                            barsend[47:40]<= str5[15:8];                    
                            barsend[39:32]<= str6[15:8];
                            barsend[31:24]<= str7[15:8];
                            barsend[23:16]<= str8[15:8];
                            barsend[15:8] <= 8'b00000000;
                            barsend[7:0]  <= 8'b00000001;
                    end
            if (gcount ==13) begin
                                barsend[47:40]<= {7'b 0011000,tasty[25]};    
                                barsend[39:32]<= str2[23:16];   
                                barsend[31:24]<= str3[23:16];   
                                barsend[23:16]<= str4[23:16];
                                barsend[15:8] <= 8'b00000000;
                                barsend[7:0]  <= 8'b00000110;
                        end
            if (gcount ==14) begin
                                  barsend[47:40]<= str5[23:16];                       
                                  barsend[39:32]<= str6[23:16];
                                  barsend[31:24]<= str7[23:16];
                                  barsend[23:16]<= str8[23:16];
                                  barsend[15:8] <= 8'b00000000;
                                  barsend[7:0]  <= 8'b00000010;
                          end
             if (gcount ==15) begin
                                   barsend[47:40]<={7'b 0011000,tasty[24]};    
                                   barsend[39:32]<= str2[31:24];    
                                   barsend[31:24]<= str3[31:24];  
                                   barsend[23:16] <= str4[31:24];
                                   barsend[15:8] <= 8'b00000000;
                                   barsend[7:0]  <= 8'b00000111;
                            end
            if (gcount ==16) begin
                                  barsend[47:40]<= str5[31:24];             
                                  barsend[39:32]<= str6[31:24];
                                  barsend[31:24]<= str7[31:24];
                                  barsend[23:16]<= str8[31:24];
                                  barsend[15:8] <= 8'b00000000;
                                  barsend[7:0]  <= 8'b00000011;
                          end
            if (gcount ==17) begin                                   
                                  barsend[15:8] <= 8'b00000000;
                                  barsend[7:0]  <= 8'b00001000;
                          end
              if (cnt ==0) begin                       
                                gsclk <= 1'b0;
                                cnt <=cnt+1;
                              end
              if (cnt==1) begin
                               gsdo <=    {barsend[cntspi]};
                               cnt <=cnt+1;
                            end
              if (cnt ==2) begin
                                gsclk <= 1'b1;
                                cnt <=cnt+1;
                            end
                if (cnt ==3) begin
                                    cntspi <=cntspi +1;
                                    if (cntspi ==47) begin
                                                          gload <=1'b0;
                                                          cnt <=cnt+1;
                                                      end
                                    else cnt <=00;
                              end
                if (cnt ==4) begin                       
                                  gload <=1'b1;
                                  cnt <= cnt+1;
                                  gcount <=gcount+1;
                                  cntspi <=00;
                                  drain<= drain<<1;
                              end
                  if (cnt ==5) begin                       
                                    gload <=1'b1;
                                    cnt <= 00;
                                    cntspi <=00;
                                end
      end
      assign graph1[0] =regbar[0]; 
      assign graph2[0] =regbar[1]; 
      assign graph3[0] =regbar[2];
      assign graph4[0] =regbar[3];
      assign graph1[1] =regbar[4];
      assign graph2[1] =regbar[5];
      assign graph3[1] =regbar[6];
      assign graph4[1] =regbar[7]; 
      assign graph1[2] =regbar[8];
      assign graph2[2] =regbar[9];
      assign graph3[2] =regbar[10];
      assign graph4[2] =regbar[11];
      assign graph1[3] =regbar[12];
      assign graph2[3] =regbar[13];
      assign graph3[3] =regbar[14];
      assign graph4[3] =regbar[15];
      assign graph1[4] =regbar[16];
      assign graph2[4] =regbar[17];
      assign graph3[4] =regbar[18];
      assign graph4[4] =regbar[19];
      assign graph1[5] =regbar[20];
      assign graph2[5] =regbar[21];
      assign graph3[5] =regbar[22];
      assign graph4[5] =regbar[23];
      assign graph1[6] =regbar[24];
      assign graph2[6] =regbar[25];
      assign graph3[6] =regbar[26];
      assign graph4[6] =regbar[27];
      assign graph1[7] =regbar[28];
      assign graph2[7] =regbar[29];
      assign graph3[7] =regbar[30];
      assign graph4[7] =regbar[31];
assign val[0] =val1;
assign val[1] =val2;
assign val[2] =val3;
assign val[3] =val4;
assign val[4] =val5;
assign val[5] =val6;
assign val[6] =val7;
assign val[7] =val8;
endmodule
module prescaler(input clk_in, output clk_out);
wire clk_in;
wire clk_out;
reg [20:0] count3 = 0;
assign clk_out = count3[4];
always @(posedge(clk_in)) begin
  count3 <= count3 + 1;
end
endmodule
module quad(clk, quadA, quadB, count);
input clk, quadA, quadB;
output [7:0] count;
reg [2:0] quadA_delayed, quadB_delayed;
always @(posedge clk) quadA_delayed <= {quadA_delayed[1:0], quadA};
always @(posedge clk) quadB_delayed <= {quadB_delayed[1:0], quadB};
wire count_enable = quadA_delayed[1] ^ quadA_delayed[2] ^ quadB_delayed[1] ^ quadB_delayed[2];
wire count_direction = quadA_delayed[1] ^ quadB_delayed[2];
reg [9:0] count1;
reg [7:0] count;
initial begin
            count =7;
            count1=100;
         end
always @(posedge clk)
begin
  if(count_enable)
  begin
    if(count_direction) count1<=count1+1; else count1<=count1-1;
  end
  count[7:0]<=count1[9:2];
end
endmodule
module scopp(clk, quadA, quadB, tast);
input clk;
output quadA, quadB;
input [31:0] tast;
assign quadA =tast[25];
assign quadB =tast[24];
endmodule
module tasty (CLK,pinin,load,gsclk1,bar);
input pinin;
input CLK;
output   load,gsclk1;
output [0:31] bar ;
reg [7:0] cnt1,cntin;
initial begin
            gsclk1 <=1'b1;
            cnt1<=00;
            load<=1'b0;
            cntin<=00;
         end
always @(negedge CLK) begin
if (cnt1 ==0) begin                       
                  gsclk1 <= 1'b0;
                  cnt1 <=cnt1+1;
                end
if (cnt1 ==1) begin
                  load<=1'b1;
                  bar[cntin]<=pinin;
                  cnt1 <=cnt1+1;
              end
if (cnt1 ==2) begin
                    gsclk1 <= 1'b1;
                    cnt1 <=cnt1+1;
                    cntin<=cntin+1;
              end
if (cnt1 ==3) begin
                    if (cntin >31) begin
                                        load<=1'b0;
                                        cntin<=00;
                                        cnt1<=00;
                                    end
                    else    cnt1<=00;
                end
end
endmodule
module SPI_slave(CLK, SCK, MOSI, MISO, SSEL, LED, VAL);
input CLK;
input  [7:0] VAL;
input SCK, SSEL, MOSI;
output MISO;
output LED;
reg [2:0] SCKr;  always @(posedge CLK) SCKr <= {SCKr[1:0], SCK};
wire SCK_risingedge = (SCKr[2:1]==2'b01);   
wire SCK_fallingedge = (SCKr[2:1]==2'b10);   
reg [2:0] SSELr;  always @(posedge CLK) SSELr <= {SSELr[1:0], SSEL};
wire SSEL_active = ~SSELr[1];   
wire SSEL_startmessage = (SSELr[2:1]==2'b10);   
wire SSEL_endmessage = (SSELr[2:1]==2'b01);   
reg [1:0] MOSIr;  always @(posedge CLK) MOSIr <= {MOSIr[0], MOSI};
wire MOSI_data = MOSIr[1];
reg [2:0] bitcnt0;
reg [1:0] cnt0;
reg [1:0] cnt1;
reg byte_received;   
reg [7:0] byte_data_received;
reg [7:0] reg_data_rec [1:0];
always @(posedge CLK)
begin
  if(~SSEL_active)begin
    bitcnt0 <= 3'b000;
    cnt0 <= 2'b00;
      end
  else
  if(SCK_risingedge)
  begin
    bitcnt0 <= bitcnt0 + 3'b001;
    byte_data_received <= {byte_data_received[6:0], MOSI_data};
  end
 byte_received <= SSEL_active && SCK_risingedge && (bitcnt0==3'b111);
 if (byte_received) begin
                          cnt0 <= cnt0 +8'h01;
                          if (cnt0 ==8'h00)reg_data_rec [0] <= byte_data_received;
                            if (cnt0 ==8'h01)reg_data_rec [1] <= byte_data_received;
                      end
end
reg LED;
always @(posedge CLK) if(byte_received) LED <= byte_data_received[0];
reg [7:0] byte_data_sent;
always @(posedge CLK)
begin
  if(SSEL_active)
                begin
                    if(SSEL_startmessage) byte_data_sent <=8'hce;
                    if(SSEL_startmessage) cnt1<=8'h00;
                    else
                        if(SCK_fallingedge)
                                          begin
                                              if(bitcnt0==3'b000) begin
                                                                        cnt1 <= cnt1 +8'h01;
                                                                        if (cnt1 ==8'h00)   byte_data_sent <=8'haa;
                                                                        if (cnt1 ==8'h01)   byte_data_sent <=reg_data_rec[0] ;
                                                                        if (cnt1 ==8'h02)   byte_data_sent <=VAL;
                                                                  end
                                              else     byte_data_sent <= {byte_data_sent[6:0], 1'b0};
                                          end
                  end
end
assign MISO = byte_data_sent[7];   
endmodule
module top(CLK, SCK, MOSI, MISO, SSEL,PIN_14,PIN_15,PIN_16,PIN_17,PIN_18,LED,PIN_13,PIN_12,PIN_20,PIN_10,PIN_8,PIN_9,PIN_7);
input CLK,PIN_8;
output LED;
output PIN_10,PIN_20,PIN_12,PIN_13,PIN_14,PIN_15,PIN_16,PIN_17,PIN_18,PIN_9,PIN_7;
input SCK, SSEL, MOSI;
output MISO;
wire clkpresc;
assign PIN_18 = clkpresc;
assign LED =clkpresc;
assign USBPU = 0;
wire stat;
wire go;
wire res;
wire [7:0]char0;
wire [7:0]char1;
wire [7:0]char2;
wire [7:0]char3;
wire [7:0]char4;
wire [7:0]char5;
wire [7:0]char6;
wire [7:0] char;
wire [7:0] letter;
wire [4:0]parola;
wire [7:0] valore;
wire [7:0] address;
wire   [0:31] intasty;
wire [7:0]bar0;
wire [7:0]bar1;
wire [7:0]bar2;
wire [7:0]bar3;
wire [7:0]bar4;
wire [7:0]bar5;
wire [7:0]bar6;
wire [7:0]bar7;
wire [0:8*4-1] st1;
wire [0:8*4-1] st2;
wire [0:8*4-1] st2;
wire [0:8*4-1] st3;
wire [0:8*4-1] st4;
wire [0:8*4-1] st5;
wire [0:8*4-1] st6;
wire [0:8*4-1] st7;
wire [0:8*4-1] st8;
wire quadA,quadB;
wire [0:8] conn;
assign  bar0 =4;
assign  bar2 =31;
assign  bar3 =2;
assign  bar4 =0;
assign  bar5 =0;
assign  bar6 =1;
assign  bar7 =22;
assign st1 ={"A","B",7'b 0011000,quadA,7'b 0011000,quadB};
assign st2 ={"A","B",7'b 0011000,quadA,7'b 0011000,quadB};
assign st3 ="ff#4";
assign st4 ="%$#4";
assign st5 ="Sen5";
assign st6 ="c@A6";
assign st7 ="^*{7";
assign st8 ="Pip8";
tasty miatastiera(.CLK(clkpresc) , .pinin(PIN_8),.load(PIN_9),.gsclk1(PIN_7),.bar(intasty));
prescaler mioclk(.clk_in(CLK),.clk_out(clkpresc));
  graph miograph (.CLK(clkpresc) ,.gsdo(PIN_20), .gsclk(PIN_12), .gload(PIN_13),.val1(conn),.val2(conn),.val3(bar2),.val4(bar3),.val5(bar4),.val6(bar5),
  .val7(bar6),.val8(bar7),.str1(st1),.str2(st2),.str3(st3),.str4(st4),.str5(st5),.str6(st6),.str7(st7),.str8(st8) ,.tasty(intasty));
quad mio_quad(.clk(CLK), .quadA(quadB), .quadB(quadA), .count(conn));
scopp mioscopp(.clk(clkpresc), .quadA(quadA), .quadB(quadB), .tast(intasty));
SPI_slave mio_spi(.CLK(CLK), .SCK(SCK), .MOSI(MOSI), .MISO(MISO), .SSEL(SSEL), .VAL(conn));
endmodule
==> summary.rpt <==
==== FLOW RESULTS ====
----------------------------------------------------
[Placed design]
  Port buffer count ........................ 12
  Weighted congestion at the end of routability-driven global placement ........................ 0.985
  Total cell area at the placement stage ........................ 25000 um^2
  Post-detail-place hpwl ........................ just under 40000 um

[Min path]
  Hold crit path type ........................ register to register

[CTS]
  Number of buffers inserted to repair setup after CTS ........................ 0
  Number of buffers on the longest clock path ........................ 2
  Post-CTS resize count ........................ 0
  Clock tree root driver cell ........................ sky130_fd_sc_hd__clkbuf_16
  Cts-stage hold buffer count ........................ 0
  TritonCTS clock tree ........................ yes
  Clock input transition at the sequential cells of the worst setup and hold paths ........................ about 0.060 ns
  Total number of H-tree levels ........................ 3
  Cts bufs inserted ........................ 9
  Worst skew pair latency ........................ 0.33 ns

[Route]
  DRT iter0 DRCs ........................ 1024
  Final routed wire length divided by cell count ........................ roughly 21 um
  Number of routed nets with antenna violations ........................ 0
  Via count normalized by instance count ........................ 5.67
  Remaining design rule violation count ........................ 0
  Number of antenna repair diodes ........................ 0
  Number of detailed-routing iterations run before antenna repair ........................ 5
  Total via count after detailed routing ........................ 14600
  Sum of routed wire length over all layers ........................ approximately 53000 um

[Synth]
  Yosys stat area ........................ between 20000 and 25000 um^2
  Syn Std Cell Area ........................ 24200 um^2
  Seq share, synth ........................ 0.564
  Flip-flop and latch count after synthesis ........................ 497
  Count of warnings emitted by yosys ........................ 31
  Flip-flops with a built-in enable ........................ 368
  Fraction of registers with async set or reset after synthesis ........................ 0
  Most frequently used flop master after synthesis ........................ sky130_fd_sc_hd__edfxtp_1
  Cell Type Count ........................ 90
  Yosys Instances ........................ about 1900
  Mean post-synth cell area ........................ between 10 and 15 um^2
  Synthesized instance count ........................ between 1500 and 2000

[Worst setup path]
  Data arrival time of the worst path ........................ 1.32 ns
  CP Data Required Time ........................ 18.56 ns
  Cells along the critical path ........................ clkdlybuf4s50_1
  Category of the worst setup path launch point ........................ register
  Family with the most delay on the worst path ........................ buffers and inverters
  Kind of critical path ........................ register to output port
  Number of buffer and inverter instances along the worst setup path ........................ 1
  Worst Setup End Kind ........................ output port
  Worst-path cell with the longest stage delay ........................ sky130_fd_sc_hd__clkdlybuf4s50_1
  Crit-path max FO ........................ 4
  Slowest stage delay, CP ........................ 0.52 ns

[Die]
  I/O pin count ........................ 18
  Placement Rows ........................ 89
  Die span in y ........................ 248 um
  Share of the core filled by cells before placement ........................ 0.407
  Core area ........................ 59400 um^2
  Die footprint ........................ 61400 um^2
  Horizontal die dimension ........................ 248 um

[Job]
  Max capacitance violation total ........................ 0
  Count of tool warnings ........................ 60

[Global routing]
  Maximum number of pins on one net before global-route repair ........................ 127
  Total global routing overflow ........................ 0
  Antenna violations before repair ........................ 0
  Number of global-route vias before repair ........................ 14793
  Global router's overall resource usage ........................ 0.190
  First-pass GRT wire length ........................ 83700 um

[Power and ir drop]
  Peak supply drop ........................ 0.0467 mV
  Leakage power figure ........................ 8.64 nW
  Total power per unit cell area ........................ 10.9 nW/um^2

[Final timing]
  Crit path time final ........................ 5.96 ns
  Pin slew with the least headroom to its limit ........................ 0.929 ns
  Number of hold violations in the final report ........................ 0
  Final number of max-transition violations ........................ 0
  Post-Route Skew ........................ 0.00454 ns
  Number of failing setup endpoints in the final timing report ........................ 0
  Unrepaired setup endpoints after global routing ........................ false
  Relative max-transition margin ........................ 0.379
  Count of unclocked register or latch pins ........................ 428
  Post-layout period usage of the worst path ........................ 0.257
  Highest Clock Rate ........................ 168 MHz
  Endpoints left unconstrained ........................ 765
  Final TNS setup ........................ 0 ns

[Cells and area]
  Ratio of cells with drive above 1 in the final layout ........................ 0.114
  Flip-flop count of the largest register, all copies and words added ........................ 256
  Largest registers ........................ miograph.bar (256), miograph.barsend (44), mio_quad.count1 (10)
  Comb area ........................ 9790 um^2
  Layout filler cell count ........................ 5308
  Most flop-heavy register ........................ miograph.bar
  Flop area ........................ roughly 14000 um^2
  Synth-to-layout area growth ........................ 4.82%
  Layout Cell Area excl Fill ........................ 25300 um^2

[Status]
  Status ........................ completed

----------------------------------------------------
-- metal layers --
metal / GRT usage / vias up / part of all wire
li1: - / 6904 / -
met1: 0.279 / 7155 / 0.41
met2: 0.295 / 481 / 0.48
met3: 0.0619 / 60 / 0.082
met4: 0.0383 / 0 / 0.024
met5: 0 / - / 0
-- layout make-up --
cell class                 instances  area share
sequential                       497       0.538
multi-input combinational       1178       0.387
tap                              773      0.0382
timing repair buffer              48      0.0154
clock buffer                      10     0.00988
inverter                          64     0.00978
clock inverter                     6     0.00173
-- cells in the final DEF (no fill, tap or decap), types with 16 or more instances in the layout --
| master | netlist | final |
|---|---|---|
| sky130_fd_sc_hd__nand3_1 | 57 | 57 |
| sky130_fd_sc_hd__edfxtp_1 | 368 | 368 |
| sky130_fd_sc_hd__and2_1 | 22 | 22 |
| sky130_fd_sc_hd__a21oi_1 | 61 | 61 |
| sky130_fd_sc_hd__mux2i_1 | 35 | 35 |
| sky130_fd_sc_hd__nand4_1 | 21 | 21 |
| sky130_fd_sc_hd__nor3_1 | 34 | 32 |
| sky130_fd_sc_hd__nand2_1 | 159 | 159 |
| sky130_fd_sc_hd__mux4_2 | 107 | 107 |
| sky130_fd_sc_hd__nor2b_1 | 23 | 23 |
| sky130_fd_sc_hd__xnor2_1 | 37 | 37 |
| sky130_fd_sc_hd__o21ai_0 | 50 | 50 |
| sky130_fd_sc_hd__mux4_1 | 21 | 21 |
| sky130_fd_sc_hd__dfxtp_1 | 129 | 129 |
| sky130_fd_sc_hd__nand2b_1 | 20 | 20 |
| sky130_fd_sc_hd__buf_4 | 9 | 36 |
| sky130_fd_sc_hd__ha_1 | 74 | 73 |
| sky130_fd_sc_hd__xor2_1 | 23 | 22 |
| sky130_fd_sc_hd__inv_1 | 63 | 62 |
| sky130_fd_sc_hd__a31oi_1 | 16 | 16 |
| sky130_fd_sc_hd__nor2_1 | 171 | 170 |
| sky130_fd_sc_hd__and3_1 | 17 | 17 |
-- power by group --
group	switching [mW]	internal [mW]
Clock	0.0500	0.0792
Combinational	0.00716	0.00491
Sequential	0.00204	0.132
Total	0.0592	0.216
-- metrics by stage --
stage | power, mW | hold WS [ns] | std cells | util | setup WS (ns)
after detailed placement | 0.148 | 0.316 | 2560 | 0.422 | 17.57
after global routing | 0.286 | 0.336 | 2576 | 0.427 | 17.19
after CTS | 0.278 | 0.330 | 2576 | 0.427 | 17.22
final | 0.275 | 0.328 | 2576 | 0.427 | 17.24
after floorplan | 0.145 | 0.310 | 1858 | - | 18.13
after global placement | 0.148 | 0.313 | 2560 | 0.422 | 17.59
-- logic make-up after synthesis --
logic type,share of synthesized area
simple gates,0.116
compound gates,0.0782
mux,0.143
buf+inv,0.0340
flops,0.564
fa+ha+maj,0.0425
xor+xnor,0.0218
other cells,0.000155
-- final timing paths --
path	start	end	slack, ns	cells past startpoint
max reg2reg	mio_quad.quadA_delayed[1]$_DFF_P_	mio_quad.count1[9]$_DFFE_PP_	20.08	9
max	mioclk.count3[4]$_DFF_P_	LED	17.24	1
min	mio_spi.SSELr[0]$_DFF_P_	mio_spi.SSELr[1]$_DFF_P_	0.33	0
min reg2reg	mio_spi.SSELr[0]$_DFF_P_	mio_spi.SSELr[1]$_DFF_P_	0.33	0
-- synth_stat cells, types with 34 or more instances --
library cell               count  share of area
sky130_fd_sc_hd__mux2i_1      35          0.015
sky130_fd_sc_hd__clkbuf_1     76          0.012
sky130_fd_sc_hd__dfxtp_1     129           0.11
sky130_fd_sc_hd__nor3_1       34         0.0070
sky130_fd_sc_hd__xnor2_1      37          0.013
sky130_fd_sc_hd__a21oi_1      61          0.013
sky130_fd_sc_hd__ha_1         74          0.038
sky130_fd_sc_hd__nor2_1      171          0.027
sky130_fd_sc_hd__o21ai_0      50          0.010
sky130_fd_sc_hd__inv_1        63         0.0098
sky130_fd_sc_hd__edfxtp_1    368           0.46
sky130_fd_sc_hd__nand3_1      57          0.012
sky130_fd_sc_hd__mux4_2      107           0.10
sky130_fd_sc_hd__nand2_1     159          0.025
Power is estimated from default activity; no workload was simulated.
